File: /design/flow/config.mk
export PLATFORM = sky130hd
export DESIGN_NAME = bcd_mod16
export DESIGN_NICKNAME = bcd_mod16
export VERILOG_FILES = /design/flow/design.v
export SDC_FILE = /design/flow/constraint.sdc
export NUM_CORES = 4
export LEC_CHECK = 1
export CORE_AREA = 10 10 70 70
export DIE_AREA = 0 0 80 80
File: /design/flow/run.sh
#!/bin/bash
# OpenROAD 26Q1-2900-gdf79404cd8, Yosys 0.63+post, stock flow scripts
make -C /OpenROAD-flow-scripts/flow DESIGN_CONFIG=/design/flow/config.mk WORK_HOME=/design/flow/orfs finish
File: /design/flow/constraint.sdc
current_design bcd_mod16

set clk_period 1.8
set clk_io_pct 0.2

create_clock -name clk0 -period $clk_period [get_ports {clk}]

set non_clock_inputs [all_inputs -no_clocks]
set_input_delay [expr $clk_period * $clk_io_pct] -clock clk0 $non_clock_inputs
set_output_delay [expr $clk_period * $clk_io_pct] -clock clk0 [all_outputs]
File: /design/flow/design.v
module bcd_mod16(qout, cout, data, load, cin, reset ,clk);
	 output [3:0] qout;
	 output 			cout;
	 input [3:0] 	data;
	 input 				load, cin, reset, clk;
	 reg [3:0] 		qout;
	 always @ (posedge clk)
		 if(reset)
			 qout = 0;
		 else if(load)
			 qout = data;
		 else if(cin)
			 if(qout == 15)
				 qout = 0;
			 else
				 qout = qout + 1;
endmodule  
==> flow_summary_export.csv <==
group,metric,value,unit
sta,final.period_utilization,0.816,
synth,mean_instance_size_in_the_synthesized_netlist,8.31,um^2
synth,synth.area.top_cells,"sky130_fd_sc_hd__dfxtp_1, sky130_fd_sc_hd__xor2_1, sky130_fd_sc_hd__a21oi_1",
floorplan,die_width,80,um
job,warnings,25,
floorplan,top_level_pins,13,
grt,grt_start_max_net_pins,7,
clock_network,tritoncts,"built",
synth,synthCells,28,
floorplan,die.size.y,80,um
placed_design,gp_congestion,0.799,
placed_design,port-buffer-count,11,
sta,report.final.setup_viol,0,
routing,route.antenna.remaining_nets,0,
routing,vias_per_cell,2.85,
sta,fin_skew,0.000448,ns
critical_path,worstSetupStartpointType,"register",
critical_path,cp_data_arrival_time,1.11,ns
critical_path,rr_endpoint,"qout[1]$_SDFFE_PP0P_",
final_layout,drive_above_1_share,0.122,
final_layout,syn_to_final_growth,78.5,%
worst_hold_path,min_delay_worst_endpoint,"qout[3]$_SDFFE_PP0P_",
power_and_ir_drop,power.share.clock,0.411,
critical_path,critical_path.endpoint_type,"output pin",
sta,final-hold-violation-count,0,
synth,chip_area_estimate_from_yosys_synthesis,233,um^2
power_and_ir_drop,power.density_cell_area,634,nW/um^2
critical_path,critical_path_buf_inv_count,1,
routing,drt-total-wl,780,um
synth,ys_types,18,
synth,seq_total_area_yosys,0.344,
critical_path,crit_required,1.44,ns
floorplan,design.core.area,3420,um^2
synth,synth-seq-cells,4,
grt,gr-total-overflow,0,
placed_design,post-dp-hpwl,669,um
critical_path,cp_cell_sequence,"clkdlybuf4s50_1",
power_and_ir_drop,power.share.sequential,0.387,
final_layout,multiInputGateArea,138,um^2
sta,min_period,1.47,ns
clock_network,clock_tree.root_cell,"sky130_fd_sc_hd__clkbuf_4",
power_and_ir_drop,netSwitchingPower,0.0594,mW
clock_network,cts_buffers,3,
sta,timing_max_transition_violations_final,0,
critical_path,crit_fanout,4,
power_and_ir_drop,power_switching_share,0.225,
clock_network,cts_resized,0,
routing,routed-via-count,248,
grt,globalRouteTotalUtil,0.0241,
critical_path,timing.setup.critical_path_class,"register to output pin",
floorplan,dieArea,6400,um^2
final_layout,post_layout_nonfiller_instances,87,
floorplan,initial_utilization,0.0681,
worst_hold_path,min-delay-path-class,"register to register",
clock_network,ctsHoldBuffers,0,
routing,wl_per_cell,8.97,um
clock_network,htree_num_levels,1,
final_layout,largest_reg_flops,4,
sta,timing.setup.tns,0,ns
worst_hold_path,worstHoldStart,"qout[3]$_SDFFE_PP0P_",
clock_network,clkSinkCount,4,
clock_network,postCtsSetupBuffers,0,
floorplan,rows,21,
synth,top_area_frac,0.344,
final_layout,area.sequential,80.1,um^2
critical_path,path_delay_family,"buffers and inverters",
final_layout,final_core_util,0.122,
synth,synth.yosys.num_cells,28,
power_and_ir_drop,internal_power,0.204,mW
placed_design,placed_instances,84,
grt,grt_pass1_vias,286,
job,maxCapViolations,0,
worst_hold_path,hold_path_depth,2,
routing,violation_count_after_the_first_detailed_route_iteration,1,
power_and_ir_drop,power.combinational.fraction,0.201,
final_layout,filler_cell_count,396,
synth,ys_warn_count,2,
critical_path,worst_reg2reg_path_startpoint,"qout[0]$_SDFFE_PP0P_",
sta,unrepaired_setup_endpoints_after_global_routing,"false",
critical_path,reg2reg_depth,4,
critical_path,timing.critical_path.slowest_cell_delay,0.51,ns
clock_network,insertion_delay,0.23,ns
critical_path,critical_path.slowest_cell,"sky130_fd_sc_hd__clkdlybuf4s50_1",
routing,drtPass1Iterations,3,
clock_network,worst_setup_hold_path_clk_slew,0.04,ns
grt,global_route_wire_length_before_repair,1260,um
power_and_ir_drop,totalPowerFinal,0.264,mW
synth,synth.cell_area,233,um^2
status,outcome,"finished clean",
critical_path,ff2ff_setup_slack,0.62,ns
power_and_ir_drop,ir_worst_vdd,0.0707,mV
synth,yosys.area.top_type,"sky130_fd_sc_hd__dfxtp_1",
grt,antenna_found_initial,0,
sta,hold-worst-slack,0.618,ns
routing,post_route_drc_violation_count,0,
power_and_ir_drop,static-leakage-power,0.144,nW
routing,diodes,0,
sta,max_clock_freq,0.681,GHz
clock_network,clk_path_buf_depth,2,
==> cell usage in the layout (no fill, tap or decap) <==
master                            count
sky130_fd_sc_hd__o22ai_1              1
sky130_fd_sc_hd__nor2_1               2
sky130_fd_sc_hd__conb_1               1
sky130_fd_sc_hd__a22oi_1              1
sky130_fd_sc_hd__mux2_1               1
sky130_fd_sc_hd__a211oi_2             1
sky130_fd_sc_hd__nand2_1              3
sky130_fd_sc_hd__nand4_1              1
sky130_fd_sc_hd__a21oi_1              3
sky130_fd_sc_hd__nand3_1              2
sky130_fd_sc_hd__inv_2                1
sky130_fd_sc_hd__xor2_1               2
sky130_fd_sc_hd__dfxtp_1              4
sky130_fd_sc_hd__clkbuf_4             3
sky130_fd_sc_hd__clkdlybuf4s50_1     11
sky130_fd_sc_hd__inv_1                1
sky130_fd_sc_hd__nor3b_1              1
sky130_fd_sc_hd__nand4b_1             1
sky130_fd_sc_hd__ha_1                 1
==> power by group through the flow <==
stage	Combinational [mW]	Sequential [mW]	Clock [mW]
after global routing	0.0582	0.103	0.121
after CTS	0.0540	0.102	0.114
final	0.0531	0.102	0.108
==> cell usage after synthesis, drive strengths merged <==
cell type	number
conb	1
inv	2
nand2	3
ha	1
nor2	2
xor2	2
a21oi	3
nand4b	1
buf	1
nand4	1
dfxtp	4
nor3b	1
mux2	1
o22ai	1
nand3	2
a211oi	1
a22oi	1
==> metal layers <==
layer,GRT usage,share of wire,wire (um)
met5,0,0,0
met4,0.0123,0.028,22
met3,0.00227,0,0
met2,0.0546,0.73,570
met1,0.0180,0.24,187
==> through the flow <==
step	setup slack (ns)	cell area [um^2]
after global routing	0.275	415
after detailed placement	0.252	393
after global placement	0.289	393
after floorplan	0.712	233
after CTS	0.304	415
final	0.331	415
==> worst max-delay path by stage <==
| stage | from | endpoint | slack (ns) | cells after the start |
|---|---|---|---|---|
| 4_1_cts | qout[2]$_SDFFE_PP0P_ | qout[2] | 0.30 | 1 |
| 5_1_grt | qout[0]$_SDFFE_PP0P_ | qout[0] | 0.28 | 1 |
| 6_report | qout[2]$_SDFFE_PP0P_ | qout[2] | 0.33 | 1 |
==> layout make-up <==
cell class,instances,area share
clock buffers,3,0.0542
flip-flops and latches,4,0.193
well taps,46,0.139
repair buffers,11,0.265
inverters,2,0.0181
multi-input cells,21,0.331
==> cell families (layout without fill, tap and decap cells) <==
| kind of cell | count (synthesis) | in the layout | share of synthesized area |
|---|---|---|---|
| AND/OR/NAND/NOR | 10 | 10 | 0.220 |
| AND-OR/OR-AND | 6 | 6 | 0.177 |
| flip-flops | 4 | 4 | 0.344 |
| buffers and inverters | 3 | 16 | 0.0645 |
| XOR/XNOR | 2 | 2 | 0.0753 |
| adder cells (fa/ha/maj) | 1 | 1 | 0.0538 |
| other | 1 | 1 | 0.0161 |
| multiplexers | 1 | 1 | 0.0484 |
Power is estimated from default activity; no workload was simulated.
