File: /design/flow/config.mk
export PLATFORM = sky130hd
export DESIGN_NAME = signal_gen
export DESIGN_NICKNAME = signal_gen
export VERILOG_FILES = /design/flow/design.v
export SDC_FILE = /design/flow/constraint.sdc
export NUM_CORES = 4
export LEC_CHECK = 1
export CORE_AREA = 10 10 70 70
export DIE_AREA = 0 0 80 80
File: /design/flow/constraint.sdc
current_design signal_gen

set clk_period 2.5
set clk_io_pct 0.2

create_clock -name clk0 -period $clk_period [get_ports {clk}]

set non_clock_inputs [all_inputs -no_clocks]
set_input_delay [expr $clk_period * $clk_io_pct] -clock clk0 $non_clock_inputs
set_output_delay [expr $clk_period * $clk_io_pct] -clock clk0 [all_outputs]
File: /design/flow/run.sh
#!/bin/bash
# OpenROAD 26Q1-2900-gdf79404cd8, Yosys 0.63+post, stock flow scripts
make -C /OpenROAD-flow-scripts/flow DESIGN_CONFIG=/design/flow/config.mk WORK_HOME=/design/flow/orfs finish
File: /design/flow/design.v
module signal_gen(clk, clr, din, dout);
	 input clk, clr;
	 input [7:0] din;
	 output 		 dout;
	 reg 				 dout;
	 reg [2:0] 	 counter;
	 always @ (posedge clk or posedge clr)
			if(clr)
				counter <= 0;
			else
				if(counter == 3'b111)
					counter <= 0;
				else
					counter <= counter +1;
	 always @ (posedge clk or posedge clr)
			if(clr)
				dout <= 0;
			else
				case(counter)
					3'b000: dout=din[7];
					3'b001: dout=din[6];
					3'b010: dout=din[5];
					3'b011: dout=din[4];
					3'b100: dout=din[3];
					3'b101: dout=din[2];
					3'b110: dout=din[1];
					3'b111: dout=din[0];
				endcase  
endmodule  
==> summary.txt <==
Implementation results

The post-cts sizing count is 0. The gate-level netlist out of Yosys references 12 unique cell types. The number of ports placed on the die boundary is 11. The number of global-route vias before repair is about 240. The arrival time reported for the critical path endpoint is approximately 1 ns.

For this run, design rule violations remaining after detail routing come to 0. The routed design has 644 um of wire. The slowest cell on the critical path is sky130_fd_sc_hd__clkdlybuf4s50_1.

The endpoint kind of the worst setup timing path is an output pin. The number of input and output port buffers inserted is 10. The maximum fanout along the worst path is 1. The warning total across the stage logs is 29.

The average via count per standard cell is between 2 and 3. The highest layer touched by signal routing is met3. Entering global routing, the biggest net connects 6 pins. Of the total synthesized cell area, the portion taken by AND-OR and OR-AND cells is 0.142. For this run the aggregate overflow at the end of global routing stands at 0. The most frequent logic cell in the layout is sky130_fd_sc_hd__clkdlybuf4s50_1. The mean instance size in the synthesized netlist is slightly above 10 um2. The number of max-slew violations in the final report is 0. The main area contributors are sky130_fd_sc_hd__dfrtp_1 (38%), sky130_fd_sc_hd__ha_1 (28%), sky130_fd_sc_hd__inv_1 (8.5%), sky130_fd_sc_hd__a22oi_1 (5.7%), sky130_fd_sc_hd__mux2i_1 (3.8%). Per the repair_timing log after CTS, setup buffers inserted total 0. Looking at the setup timing report, the critical path kind is reg2out.

By instance count after routing, the leading logic cell types are sky130_fd_sc_hd__clkdlybuf4s50_1 (10), sky130_fd_sc_hd__inv_1 (6), sky130_fd_sc_hd__ha_1 (6). The post-layout minimum cycle time is around 1.5 ns. Of the synthesized area, sequential elements account for 0.377. The met2 wire length is 209 um.

The worst-margin pin slew is roughly 0.17 ns. Per the final layout report, the fraction of cells sized above drive strength 1 comes to 0.0769. The analysis attributes to cell leakage a power of between 0.00015 and 0.0002 uW. The setup TNS is 0 ns.

The area fraction in and, or, nand and nor cells is 0.0755. The post-synth register bit count is 4. The total of endpoints with negative setup slack in the final report is 0. Looking at the worst setup and hold paths, the clock pins of their registers show a slew of approximately 0.040 ns.

The standard cell core area is ~0.0034 mm2. The total of max-cap violations is 0. The cell area after placement is 423 um2. The cell area that synthesis handed to floorplanning was 265 um2. The initial antenna violation count is 0. Setup repair after global routing left no endpoint under its margin.

The report lists the cells along the critical path as clkdlybuf4s50_1. The tree built by TritonCTS fans out to 4 sinks. The first global-routing pass estimated 1120 um of wire. The final RePlAce weighted congestion is approximately 0.77. The number of standard cells after synthesis is 26. The detailed route wirelength on metal3 is between 100 and 150 um. Per the Yosys statistics, synthesis produced 26 cells. In the global route stage, overall resource usage came out at 0.0230.

The count of yosys warnings during synthesis is 1. The row count is 21. Headroom to the max-slew limit came out at 0.885.

In the final layout, the fill cell count is approximately 400. The flow reports an fmax of 655 MHz. The floorplan die height is ~80 um.

Among cell families on the critical path, the largest total delay comes from buffers and inverters. The antenna diode instance count is 0. The cell sitting at the root of the clock tree is a sky130_fd_sc_hd__clkbuf_4. The detailed router's first-iteration violation count is 10.

The chip occupies 0.00640 mm2. The power per standard cell area is between 300 and 400 mW/mm2. Of the total synthesized cell area, the portion taken by XOR and XNOR cells is 0. In the final routing, the length of wire on met1 measures about 320 um. The final design area excluding fillers is roughly 450 um2. In the final run the clock tree shows a worst skew of roughly 0.0036 ns. For this run, the chip area from Yosys synthesis comes to around 270 um2.

For this design, the CTS-stage hold fixing added 0 buffers. The timing report gives the biggest stage delay along the critical path as 0.47 ns. The required arrival time at the worst endpoint is roughly 2 ns. Relative to the synthesized area, the layout overhead comes to 67.9%. The tightest min-delay check is of the in2async type. The number of hold violations in the final report is 0.

The CTS report gives the tree buffer count as 3. The source-to-sink clock delay at the later pin of the worst-skew pair is 0.23 ns. The largest voltage drop on the vdd net is between 80 and 90 uV. The dominant kind of combinational cell is adder cells. The H-tree depth is 1. STA classifies the critical path startpoint as a flop.

The fraction of the mapped netlist area in adder cells is 0.283. The core utilization at floorplan is 0.0777. Summing all multi-input logic gate instances after layout gives ~140 um2.

The post-layout period usage of the worst path is 0.610. Before antenna repair, the detailed router went through 3 iterations. The flow ran to the end, and the final reports show no timing, DRC or antenna violations. The script logs the mean routed wire length per placed instance as around 7.6 um. The proportion of synthesized area in mux cells is 0.0377.

The number of buffers and inverters on the critical path is 1. The most area-hungry cell type in the Yosys netlist is sky130_fd_sc_hd__dfrtp_1. The horizontal die dimension is approximately 80 um. The total via count after detailed routing is about 220. Hold is met by approximately 0.45 ns.

Across the whole layout, storage elements account for 100 um2. After legalization and detailed placement, the total HPWL measured roughly 540 um. The clock passes through at most 2 buffers.

Once detail routing completed, the nets flagged for antenna violations numbered 0. The top-area cell type share of the netlist area is 0.377. TritonCTS built the clock tree.
report_power, final:
part	switching (uW)	internal [uW]
Combinational	4.07	14.9
Clock	24.6	53.6
Sequential	0.264	66.0
stage by stage:
stage	std cells	util	setup slack, ns	power, uW
5_1_grt	85	0.130	0.906	179
2_1_floorplan	26	-	1.15	69.5
3_5_place_dp	82	0.124	0.983	86.2
3_3_place_gp	82	0.124	1.02	86.3
6_report	85	0.130	0.974	163
4_1_cts	85	0.130	0.937	169
registers in the layout, indices dropped and copies added (netlist names):
name	cells
counter	3
dout	1
cell type report:
type | count | area share
timing repair buffer | 10 | 0.225
multi-input combinational | 16 | 0.320
clock buffer | 3 | 0.0506
tap | 46 | 0.129
sequential | 4 | 0.225
inverter | 6 | 0.0506
layer usage:
layer  GRT usage  vias up
met1      0.0300       99
met3      0.0250        0
met5           0        -
met2      0.0233       11
met4     0.00528        0
li1            -      113
final timing paths:
path                       depth (start not counted)  slack (ns)                 start                    to
max in group asynchronous                          2        1.90                   clr  counter[1]$_DFF_PP0_
min in group clk0                                  1        0.50  counter[0]$_DFF_PP0_  counter[0]$_DFF_PP0_
max reg2reg                                        5        1.03  counter[0]$_DFF_PP0_        dout$_DFF_PP0_
min                                                2        0.45                   clr        dout$_DFF_PP0_
min reg2reg                                        1        0.50  counter[0]$_DFF_PP0_  counter[0]$_DFF_PP0_
max                                                1        0.97        dout$_DFF_PP0_                  dout
cells in the mapped netlist:
master and n:
sky130_fd_sc_hd__o21ai_1 1, sky130_fd_sc_hd__nand2_1 1, sky130_fd_sc_hd__nor2_1 1, sky130_fd_sc_hd__dfrtp_1 4, sky130_fd_sc_hd__mux2i_1 1, sky130_fd_sc_hd__o22a_1 1, sky130_fd_sc_hd__nor2b_1 1, sky130_fd_sc_hd__ha_1 6
sky130_fd_sc_hd__o221ai_1 1, sky130_fd_sc_hd__a22oi_1 2, sky130_fd_sc_hd__inv_1 6, sky130_fd_sc_hd__or3_1 1
kinds of logic (layout without fill, tap and decap cells):
family,Yosys count,count (layout)
muxes,1,1
DFF,4,4
adders and majority gates,6,6
buffers and inverters,6,19
and+or+nand+nor,4,4
AOI/OAI and AO/OA,5,5
No activity file was given, so power comes from the tool's default toggle rates.
