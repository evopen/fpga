**./config.mk**
```make
export PLATFORM = sky130hd
export DESIGN_NAME = gen_100101
export DESIGN_NICKNAME = gen_100101
export VERILOG_FILES = /design/flow/design.v
export SDC_FILE = /design/flow/constraint.sdc
export NUM_CORES = 4
export LEC_CHECK = 1
export CORE_AREA = 10 10 70 70
export DIE_AREA = 0 0 80 80
```
**./constraint.sdc**
```tcl
current_design gen_100101

set clk_period 3.0
set clk_io_pct 0.2

create_clock -name clk0 -period $clk_period [get_ports {clk}]

set non_clock_inputs [all_inputs -no_clocks]
set_input_delay [expr $clk_period * $clk_io_pct] -clock clk0 $non_clock_inputs
set_output_delay [expr $clk_period * $clk_io_pct] -clock clk0 [all_outputs]
```
**./design.v**
```verilog
module gen_100101(clk, clr, din, dout);
	 input clk, clr;
	 input [5:0] din;
	 output 		 dout;
	 reg 				 dout;
	 reg [2:0] 	 counter;
	 reg 				 flip;
	 always @ (posedge clk or posedge clr)
		 if(clr)
			 begin
					counter <= 0;
					flip = 0;
			 end
		 else
			 if(counter < 5 && counter > 0)
				 if(flip == 0)
					 counter <= counter + 1;
				 else
					 counter <= counter - 1;
			 else if(counter == 5)
					if(flip == 0)
						flip = !flip;
					else
						counter <= counter - 1;
			 else if(counter == 0)
					if(flip == 1)
						flip = !flip;
					else
						counter <= counter + 1;
	 always @ (posedge clk or posedge clr)
		 if(clr)
			 dout <= 0;
		 else
			 case(counter)
				 0: dout=din[5];
				 1: dout=din[4];
				 2: dout=din[3];
				 3: dout=din[2];
				 4: dout=din[1];
				 5: dout=din[0];
			 endcase  
endmodule  
```
**./run.sh**
```bash
#!/bin/bash
# OpenROAD 26Q1-2900-gdf79404cd8, Yosys 0.63+post, stock flow scripts
make -C /OpenROAD-flow-scripts/flow DESIGN_CONFIG=/design/flow/config.mk WORK_HOME=/design/flow/orfs finish
```
==> changes_impl.md <==
## Flow update

* Min cycle time layout at 1.87 ns
* Placed Cells at 105
* Number of buffers added for setup after CTS at 0
* Antenna diodes at 0
* Top-area cell share at 25.8%
* Filler cell count at 384
* Seq pwr share at 44.3%
* Clock skew at 0.00277 ns
* Via count at 410
* Tool warnings at 30
* GPL Wtd Cong at 0.804
* Clock Sinks at 5
* Area grow syn2layout at 33.9%
* Post-route antenna net violation count at 0
* Internal power at 0.128 mW
* Largest net degree at the start of global routing at 9
* Cell with the most instances after synthesis: ha_1
* Final setup violation count at 0
* Main flop type: dfrtp_1
* CTS root buf: clkbuf_4
* EDFF count, synth at 0
* HP Class: reg2reg
* Final instance area at 648 sq um
* RSZ-0062 raised after global routing: no
* Slew Viols, Final at 0
* Slew of the pin with the lowest slew margin at 0.293 ns
* Top-level I/O count at 9
* Syn_area_per_cell at 9.49 sq um
* Via density at 3.76
* Post-synth area from yosys stat at 484 sq um
* PortBufs at 8
* Die W at 80 um
* YS warnings at 1
* Leak at 0.277 nW
* H-Tree Depth at 1
* Synth Instances at 51
* Global-route usage over all layers at 3.32%
* Peak supply drop at 66.9 uV
* DRC at 0
* Clk ins delay skew pair at 0.24 ns
* Critical path class: reg2reg
* Status: completed
* Die Footprint at 6400 sq um
* Final WL at 1040 um
* Seq/Total Area, Yosys at 25.8%
* Cell area power density at 240 nW/um^2
* Fp util at 14.2%
* Core area at 3420 sq um
* Final std cells w/o fill at 109
* Highest clock rate at 535 MHz
* Ys flops at 5
* Num CTS Buffers at 3
* CTS clock-pin slew for the worst setup and hold paths at 0.04 ns
* Die H at 80 um
* Max-cap viol count at 0
* Worst EP required at 3.14 ns
* Unique cell types at 26
* Flop area at 125 sq um
* CTS Buffer Depth at 2
* Sw Pwr at 0.0272 mW
* Rel. slew slack at 80.5%
* Post-route setup TNS at 0 ns
* Global-route congestion overflow total at 0
* Post-cts hold buffer count at 0
* Crit start category: flip-flop
* CP endpoint kind: flip-flop
* Initial antenna violation count at 0
* Mapped cell area at 484 sq um
* Critical path arrival at 2.01 ns
* DP Area at 622 sq um
* Power share of the clock group at 47.3%
* Core Rows at 21
* Number of global-route vias before repair at 432
* Total iterations of the first detailed-routing run at 4
* Ratio of cells with drive above 1 in the final layout at 12.7%
* 1st-iter DRT viols at 25
* Main area contributors: dfrtp_1, ha_1, mux2i_1, inv_1, nand2_1
* Ys async rst share at 100%
* CTS tree: yes
* Endpoints failing hold at 0
* Routed len/inst at 9.57 um
* Cells in synth_stat.txt at 51
* Post-CTS sizing at 0
* First-pass GRT wire length at 1790 um
* Comb. cell area at 340 sq um
* Leading area contributor after synthesis: dfrtp_1
* HPWL Detailed at 877 um
* Post-layout period usage at 62.3%
* CP max FO at 6
* Sw frac at 17.5%
* Commonest cells post-synth: ha_1, dfrtp_1, inv_1, nand2_1
* Power share of the combinational group at 8.4%
## worst max-delay path, cell delays in order (launching register included)
cell      delay, ns
dfrtp_1        0.41
inv_1          0.16
ha_1           0.28
and4b_1        0.23
a311oi_2       0.32
nand2_2        0.13
o31ai_2        0.25
## final cells by class
cell class | count | share of cell area, %
sequential | 5 | 19.3
timing repair buffer | 8 | 12.4
multi-input combinational | 41 | 52.5
inverter | 5 | 2.90
tap | 46 | 8.88
clock buffer | 4 | 4.05
## cells in the final DEF (no fill, tap or decap), types with 2 or more instances in the layout
cell type        instances
inv_1                    5
a21o_1                   2
mux2i_1                  2
ha_1                     8
clkbuf_4                 3
clkdlybuf4s50_1          8
dfrtp_1                  5
a211oi_1                 2
a21boi_0                 2
nand2_1                  5
nor2b_1                  2
a21oi_1                  2
## routing by layer
| layer | global-route usage [%] | vias up | wire length [um] |
|---|---|---|---|
| met4 | 1.06 | 0 | 29 |
| met1 | 3.61 | 190 | 433 |
| met2 | 6.02 | 7 | 552 |
| li1 | - | 211 | - |
| met5 | 0 | - | 0 |
| met3 | 0.909 | 2 | 27 |
## per-stage QoR
stage / power, mW / hold slack, ns / worst slack [ns] / utilization (%)
2_1_floorplan: 0.0717 / 0.379 / 1.31 / -
3_3_place_gp: 0.0832 / 0.503 / 1.15 / 18.2
4_1_cts: 0.160 / 0.516 / 1.14 / 19.0
5_1_grt: 0.171 / 0.536 / 0.992 / 19.0
3_5_place_dp: 0.0832 / 0.504 / 1.17 / 18.2
6_report: 0.156 / 0.503 / 1.13 / 19.0
## final timing paths
check	from	end	slack, ns	cells past startpoint
max in group asynchronous	clr	counter[1]$_DFFE_PP0P_	2.27	2
hold / removal	dout$_DFFE_PP0P_	dout$_DFFE_PP0P_	0.50	2
min in group asynchronous	clr	flip$_DFFE_PP0P_	0.56	2
setup reg to reg	counter[1]$_DFFE_PP0P_	counter[1]$_DFFE_PP0P_	1.13	6
hold reg to reg	dout$_DFFE_PP0P_	dout$_DFFE_PP0P_	0.50	2
setup / recovery	counter[1]$_DFFE_PP0P_	counter[1]$_DFFE_PP0P_	1.13	6
## registers in the layout (all words and copies together) (netlist names)
| name | flops |
|---|---|
| dout | 1 |
| counter | 3 |
| flip | 1 |
## power groups by stage
stage	logic [mW]	registers (mW)	clock network (mW)
CTS	0.0135	0.0689	0.0780
global route	0.0141	0.0688	0.0880
finish	0.0131	0.0688	0.0736
## cell families after synthesis
| kind of cell | after synthesis | synth area share [%] |
|---|---|---|
| and+or+nand+nor | 13 | 15.2 |
| AOI/OAI and AO/OA | 16 | 26.1 |
| adders and majority gates | 8 | 20.7 |
| DFF | 5 | 25.8 |
| buffers and inverters | 5 | 3.88 |
| muxes | 3 | 6.46 |
| xor gates and xnor gates | 1 | 1.81 |
Power figures rest on the tool's default switching activity, not on a simulated workload.
